===== design/flow/run.sh =====
#!/bin/bash
# OpenROAD 26Q1-2900-gdf79404cd8, Yosys 0.63+post, stock flow scripts
make -C /OpenROAD-flow-scripts/flow DESIGN_CONFIG=/design/flow/config.mk WORK_HOME=/design/flow/orfs finish

===== design/flow/config.mk =====
export PLATFORM = sky130hd
export DESIGN_NAME = seq_detector_mealy
export DESIGN_NICKNAME = seq_detector_mealy
export VERILOG_FILES = /design/flow/design.v
export SDC_FILE = /design/flow/constraint.sdc
export NUM_CORES = 4
export LEC_CHECK = 1
export CORE_AREA = 10 10 70 70
export DIE_AREA = 0 0 80 80

===== design/flow/constraint.sdc =====
current_design seq_detector_mealy

set clk_period 1.2
set clk_io_pct 0.2

create_clock -name clk0 -period $clk_period [get_ports {clk}]

set non_clock_inputs [all_inputs -no_clocks]
set_input_delay [expr $clk_period * $clk_io_pct] -clock clk0 $non_clock_inputs
set_output_delay [expr $clk_period * $clk_io_pct] -clock clk0 [all_outputs]

===== design/flow/design.v =====
`timescale 1ns / 1ps
module seq_detector_mealy(
    input P1,
    input P2,
    input clk,
    input reset,
    output reg z
    );
    parameter S0 = 0 , S1 = 1 , S2 = 2 , S3 = 3 ;
    reg [1:0] PS,NS ;
    always@(posedge clk or posedge reset)
        begin
            if(reset)
                PS <= S0;   
            else    
                PS <= NS ;
        end             
    always@(PS or P1 or P2)  
        begin 
            case(PS)
            S0 : begin 
                if (P1)
                NS = S1;
                else 
                NS = S0;
                end
            S1 : begin 
                if (P2)
                NS = S2;
                else 
	            NS = S1;
                end
            S2 : begin 
                if (P2)
                NS = S3;
                else 
	            NS = S1;     
                end 
            S3 : begin
                if(P1) 
                NS = S1; 
                else 
                NS = S2;
                end
            endcase
        end
        always @ (posedge clk)
        begin
            case (PS)
                S0 : z = 0 ;
                S1 : z =  0;
                S2 : z = 0 ;
                S3 :  begin
            if (P1)
            z = 1 ;
            end
            endcase
        end
endmodule

==> reports/qor.csv <==
metric;value;unit
status;finished clean;
switching power;0.0872;mW
Cells after Synth;14;
DRT Pass-1 Iters;2;
chip area;6400;um2
cell internal pwr;0.332;mW
Total GRT Usage;1.37;%
initial antenna violation count;0;
Clock Pin Slew Worst Setup and Hold Paths;40;ps
Worst-Margin Slew;149;ps
fmax;934;MHz
reg2reg end;z$_DFFE_PP_;
grt ovf;0;
Worst Path Buf+Inv;1;
global-route wire length before repair;586;um
TritonCTS clock tree;done;
buffers added on ports;4;
Worst Skew;0.248;ps
Vias per Instance;1.82;
unrepaired setup endpoints after global routing;false;
Combinational Area;47.5;um2
n_diodes;0;
xor/xnor share;0;%
Yosys top cell by area;dfrtp_1;
Setup Buffers After CTS;0;
Seq/Total Area, Yosys;71.9;%
shortest period the worst path allows;1070;ps
fin util;8.94;%
setup TNS;0;ps
ys cells;14;
Num CTS Buffers;3;
Power Dens Cells;1370;nW/um2
CP Data Arrival Time;830;ps
Worst R2R Setup Slack;420;ps
most frequent cells in the layout;3 x dfrtp_1, 3 x clkbuf_4, 3 x clkdlybuf4s50_1;
Simple-Gate Area Share;20.5;%
top cell type's share of synthesized area;41.1;%
H-tree depth;1;
share of total power in sequential cells;46.4;%
Worst EP required;960;ps
post-synthesis instance area;183;um2
WL final;370;um
Synth Area in Adders;0;%
TritonCTS Sinks;5;
worst r2r path cells;1;
CP max stage delay;350;ps
FP Util;5.35;%
via count;124;
LEAKAGE;0.126;nW
Slew headroom;90.1;%
Synth Warn #;1;
Hold Path Class;input port to async pin;
r2r startpoint;PS[3]$_DFF_PP0_;
cycle use final;89.2;%
Synth cell types;10;
Layout area overhead;67.1;%
io pins;5;
drt wl/cell;5.44;um
core area;3420;um2
setup violators final;0;
clk ins delay skew pair;240;ps
Routed Antenna Nets;0;
share of cells above drive strength 1;22.7;%
Post-synth area hogs;dfrtp_1 41%, edfxtp_1 16%, dfstp_2 14%, nand2b_4 7.5%, o21ai_1 5.5%;
CP top delay family;flip-flops;
HPWL Detailed;290;um
VDD IR-drop max;0.243;mV
Log Warnings;25;
vias in the first global route;125;
Clk pwr share;46.4;%
sw frac;20.8;%
drt first-iter violations;2;
endpoints failing hold;0;
die height;80;um
CP max stage cell;edfxtp_1;
Post-synth regs;5;
clk buf depth;2;
largest net degree at the start of global routing;5;
root buf cell;clkbuf_4;
Setup crit end kind;output pin;
final slew viol count;0;
Filler cells;398;
Sequential Area;131;um2
Logic pwr share;7.2;%
# rows;21;
placer congestion estimate;0.717;
yosys stat area;183;um2
Crit Path Class;flop to output pin;
Die W;80;um
MUX share of area;0;%
Max-Cap Viols;0;
Max FO, Critical Path;1;
Post-route DRC;0;
post-layout power;0.419;mW
Top logic family;simple AND/OR/NAND/NOR gates;
CP cell instances;dlygate4sd2_1;
Compound Share, Synth;5.48;%
Mapped Avg Cell Area;13.0;um2
Startpoint Class;flop;
## logic make-up (layout without fill, tap and decap cells)
logic type,count (synthesis),after routing
simple gates,6,6
compound gates,2,2
buf+inv,1,9
flops,5,5
## state kept, by name, indices dropped and copies added, names as in the netlist
name and flops:
PS 4, z 1
## final cells by class
cell class / count / area share [%]
clock buffers: 4 / 8.61
multi-input cells: 8 / 15.6
well taps: 46 / 18.9
repair buffers: 4 / 12.7
inverters: 1 / 1.23
flip-flops and latches: 5 / 43.0
## metal layers
layer | global-route usage [%] | wire (um) | vias to the layer above
li1 | - | - | 59
met1 | 1.61 | 160 | 57
met2 | 1.04 | 109 | 8
met3 | 2.39 | 100 | 0
met4 | 0.176 | 0 | 0
met5 | 0 | 0 | -
## Yosys cell counts
cell type  instances
nand2_1            2
nor2b_1            1
inv_1              1
dfrtp_1            3
dfstp_2            1
nor2_1             1
nand2b_4           1
o21ai_1            2
edfxtp_1           1
and2_1             1
## stage by stage
step / hold slack, ps / area (um2) / worst slack [ps] / cells
detailed placement: 441 / 280 / 9.75 / 64
CTS: 181 / 305 / 113 / 68
finish: 180 / 305 / 130 / 68
global route: 202 / 305 / 79.5 / 68
floorplan: 5.36 / 183 / 445 / 14
global placement: 435 / 280 / 23.9 / 64
## power groups by stage
stage | clock (mW) | sequential, mW | combinational [mW]
finish | 0.194 | 0.195 | 0.0301
global route | 0.213 | 0.196 | 0.0349
CTS | 0.202 | 0.194 | 0.0305
## worst max path at each step
stage,cells past startpoint,to,from,slack (ps)
after CTS,1,z,z$_DFFE_PP_,110
after global routing,1,z,z$_DFFE_PP_,80
final,1,z,z$_DFFE_PP_,130
## repair_timing
item / 4_1_cts / 5_1_grt
endpoints found under the setup margin: 1 / 0
hold buffers: 0 / 0
gates resized: 1 / 0
Power and IR drop assume default switching activity.
