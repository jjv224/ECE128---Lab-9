===== flow/design.v =====
`timescale 1ns / 1ps
module debouncing(
    input RAW,
    input CLK,
    output reg CLEAN
    );
    reg [2:0] counter;
    wire TC;
    always @ (posedge CLK) begin
        if(~RAW)
            counter <= 3'b000;
        else
            counter <= counter + 3'b001;
    end
    assign TC = (counter==3'b111);
    always @ (posedge CLK) begin
        if(~RAW)
            CLEAN <= 1'b0;
        else if(TC)
            CLEAN <= 1'b1;
        end 
endmodule

===== flow/run.sh =====
#!/bin/bash
# OpenROAD 26Q1-2900-gdf79404cd8, Yosys 0.63+post, stock flow scripts
make -C /OpenROAD-flow-scripts/flow DESIGN_CONFIG=/design/flow/config.mk WORK_HOME=/design/flow/orfs finish

===== flow/config.mk =====
export PLATFORM = sky130hd
export DESIGN_NAME = debouncing
export DESIGN_NICKNAME = debouncing
export VERILOG_FILES = /design/flow/design.v
export SDC_FILE = /design/flow/constraint.sdc
export NUM_CORES = 4
export LEC_CHECK = 1
export CORE_AREA = 10 10 70 70
export DIE_AREA = 0 0 80 80

===== flow/constraint.sdc =====
current_design debouncing

set clk_period 1.5
set clk_io_pct 0.2

create_clock -name clk0 -period $clk_period [get_ports {CLK}]

set non_clock_inputs [all_inputs -no_clocks]
set_input_delay [expr $clk_period * $clk_io_pct] -clock clk0 $non_clock_inputs
set_output_delay [expr $clk_period * $clk_io_pct] -clock clk0 [all_outputs]

==> out/qor.yml <==
critical_path:
  start_kind: "flip-flop"
  worstPathCellList: "clkdlybuf4s50_1"
  timing.rr.end: "counter[2]"
  critical_path_class: "flip-flop to output pin"
  cpMaxStageDelayCell: "sky130_fd_sc_hd__clkdlybuf4s50_1"
  crit-reg2reg-launch: "counter[0]"
  critical_path_fanout_max: 2
  worst-endpoint-arrival_ps: 1060
  crit_buf_inv: 1
  reg2reg_path_depth: 3
  critPathRequiredTime_ps: 1200
  kind_of_cell_adding_the_most_delay_to_the_critical_path: "buffers and inverters"
  critPathMaxStageDelay_ps: 480
  regToRegSetupSlack_ps: 480
  worstSetupEndpointType: "output pin"
final_timing:
  min_period_over_period: 0.908
  final-hold-violation-count: 0
  finalSetupViolCount: 0
  time_the_worst_path_needs_with_i_o_delays_and_setup_ps: 1360
  fin_tns_setup_ps: 0
  maxSlewHeadroom: 0.923
  worst_slew_pin_slew_ps: 116
  unrepaired_setup_endpoints_after_global_routing: "false"
  fmaxAchievable_mhz: 734
  timing.final.max_slew_violations: 0
  worst_clock_skew_ps: 4.88
layout:
  comb_area_sq_um: 53.8
  drive_above_1_share: 0.267
  synthToLayoutAreaGrowth_pct: 74.8
  seq_area_sq_um: 80.1
  fillerInstances: 415
  instances_no_fill: 61
  layout.cell_area.non_filler_sq_um: 234
  fin_util: 0.0685
global_route:
  overflow: 0
  grt_max_degree: 5
  initial_antenna_violation_count: 0
  grt_util_all_layers: 0.00880
  wire_length_of_the_first_global_routing_pass_microns: 393
  grt_pass1_vias: 91
place:
  total_of_buffers_placed_on_input_and_output_ports: 2
  placedInstanceArea_sq_um: 211
  place_congestion: 0.534
  dp.cells: 58
power_and_ir_drop:
  power.clock.fraction: 0.502
  p_seq_frac: 0.448
  leakage_uw: 0.0000857
  total_switching_power_uw: 49.3
  netSwitchingFraction: 0.189
  internal_power_uw: 211
  power-per-cell-area_nw_per_um2: 1110
  combPwrFrac: 0.049
  vdd_ir_drop_max_mv: 0.480
yosys:
  ys_top_cells_by_count: "4 x sky130_fd_sc_hd__dfxtp_1, 2 x sky130_fd_sc_hd__and2_1, 2 x sky130_fd_sc_hd__ha_1, 1 x sky130_fd_sc_hd__nor2b_2, 1 x sky130_fd_sc_hd__o21a_1"
  synthDominantAreaCellType: "sky130_fd_sc_hd__dfxtp_1"
  synth.comb.largest_family: "adder cells"
  top_area_cell_type_share_of_the_netlist_area: 0.598
  seq_area_frac_synth: 0.598
  synth_flops: 4
  post_synth_main_area_contributors: "sky130_fd_sc_hd__dfxtp_1 60%, sky130_fd_sc_hd__ha_1 19%, sky130_fd_sc_hd__and2_1 9.3%"
  edf_count: 0
  synth_area_per_cell_sq_um: 13.4
  synth.cellmix.xorXnorShare: 0
  synth_warnings: 1
  adder_share: 0.187
  mux_share: 0
  synth-compound-area-share: 0.0561
  synth-area-yosys_sq_um: 134
  synth.lib_cells_used.distinct: 5
  syn_area_sq_um: 134
  synth_cells: 10
  post_synth_and_or_nand_nor_area_fraction: 0.159
  yosys_cell_count: 10
  top_cell: "sky130_fd_sc_hd__dfxtp_1"
  most_instantiated_flip_flop_cell_in_the_synthesis_netlist: "sky130_fd_sc_hd__dfxtp_1"
  fraction_of_registers_with_async_set_or_reset_after_synthesis: 0
drt:
  routed_via_density: 1.43
  dr.pass1.iters: 1
  vias: 87
  initialDrtViolationCount: 0
  drt-wirelength-per-cell_microns: 4.05
  drt-total-wl_microns: 247
  route.antenna.diode_count: 0
  antenna_violating_nets_post_route: 0
  detail_route.drc_violations: 0
floorplanning:
  die_area_sq_um: 6400
  placementRows: 21
  floorplanUtilization: 0.0392
  die-width_microns: 80
  die.size.y_microns: 80
  fp.coreArea_sq_um: 3420
  io_pins: 3
cts:
  number_of_clock_sinks_seen_by_cts: 4
  cts-resized-gates: 0
  cts_tree: "done"
  cts_inserted_buffers: 3
  clock.latency.late_pin_ps: 230
  cts.hold.buffers_added: 0
  root_buf_cell: "sky130_fd_sc_hd__clkbuf_4"
  cts_max_level: 1
  cts_buffer_depth: 2
  cts_setup_buffers: 0
  clock_slew_at_the_register_clock_pins_of_the_worst_setup_and_hold_paths_ps: 40
hold_path:
  worst_hold_startpoint: "counter[0]"
  hold_path_end: "counter[0]"
  min_path_cells: 1
  hp-class: "flip-flop to flip-flop"
run_status:
  status: "complete, no violations"
flow_run:
  log.warning_count: 25
  maxCapViolCount: 0
==> power groups by stage <==
| stage | combinational [uW] | sequential, uW | clock, uW |
|---|---|---|---|
| 6_report | 12.9 | 117 | 131 |
| 5_1_grt | 16.3 | 117 | 149 |
| 4_1_cts | 13.6 | 117 | 137 |
==> kinds of logic (layout without fill, tap and decap cells) <==
logic type / count (synthesis) / after routing
buffers and inverters: 0 / 5
AOI/OAI and AO/OA: 1 / 1
DFF: 4 / 4
adders and majority gates: 2 / 2
and+or+nand+nor: 3 / 3
==> stage by stage <==
| step | total power (uW) | hold WS, ps | setup slack [ps] |
|---|---|---|---|
| finish | 261 | 431 | 138 |
| global route | 283 | 452 | 76.3 |
| CTS | 267 | 432 | 120 |
| detailed placement | 132 | 426 | 374 |
| global placement | 129 | 419 | 371 |
| floorplan | 125 | 411 | 508 |
==> worst max-delay path by stage <==
stage / depth (start not counted) / endpoint / start
after CTS: 1 / CLEAN / CLEAN
final: 1 / CLEAN / CLEAN
after global routing: 1 / CLEAN / CLEAN
==> registers in the layout, indices dropped and copies added (netlist names) <==
name     count
CLEAN        1
counter      3
==> layout by cell type (no fill, tap or decap) <==
| master | instances |
|---|---|
| sky130_fd_sc_hd__dfxtp_1 | 4 |
| sky130_fd_sc_hd__clkbuf_4 | 3 |
| sky130_fd_sc_hd__and2_1 | 2 |
| sky130_fd_sc_hd__ha_1 | 2 |
| sky130_fd_sc_hd__clkdlybuf4s50_1 | 2 |
| sky130_fd_sc_hd__o21a_1 | 1 |
| sky130_fd_sc_hd__nor2b_2 | 1 |
==> cell type report <==
cell class                      instances  area share
Multi-Input combinational cell          6       0.230
Clock buffer                            3      0.0963
Timing Repair Buffer                    2      0.0856
Sequential cell                         4       0.342
Tap cell                               46       0.246
==> metal layers <==
| metal | global-route usage | wire [microns] |
|---|---|---|
| met1 | 0.0106 | 126 |
| met2 | 0.00883 | 84 |
| met3 | 0.0114 | 35 |
| met4 | 0.00176 | 0 |
| met5 | 0 | 0 |
Power is estimated from default activity; no workload was simulated.
